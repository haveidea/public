## /design/flow/design.v

```verilog
module sinc3(data_adc, clk_adc, rstn_adc, DATA ,word_clk,mode);  
input clk_adc;  
input rstn_adc;  
input data_adc;  
input [1:0]mode;    
output [15:0] DATA;  
output word_clk;    
integer location;   
integer info_file;    
reg [35:0]   ip_data1;   
reg [35:0]   acc1;   
reg [35:0]   acc2;   
reg [35:0]   acc3;   
reg [35:0]   acc3_d1;   
reg [35:0]   acc3_d2;   
reg [35:0]   diff1;   
reg [35:0]   diff2;   
reg [35:0]   diff3;   
reg [35:0]   diff1_d;   
reg [35:0]   diff2_d;   
reg [15:0]   DATA;   
reg [11:0]   word_count;    
reg word_clk;   reg init;    
always @ (data_adc)   
if(data_adc ==0) 
  ip_data1 <= 0;     
else
  ip_data1 <= 1;    
always @ (posedge clk_adc or negedge rstn_adc)   
if (!rstn_adc)   begin    
  acc1 <= 0;    
  acc2 <= 0;    
  acc3 <= 0;    
end   
else   begin    
  acc1 <= acc1 + ip_data1;    
  acc2 <= acc2 + acc1;    
  acc3 <= acc3 + acc2;   
end         
always @ (negedge clk_adc or negedge rstn_adc)   
if (!rstn_adc)    
  word_count <= 0;  
else if(mode[1] == 0)   begin    
  if(word_count == 255)    
    word_count <= 0;    
  else    
    word_count <= word_count + 1'b1;   
end  
else    
  word_count <= word_count + 1'b1;    
always @ (*)   
if(mode[1] == 1)    
  word_clk <= word_count[11];  
else
  word_clk <= word_count[7];    
always @ (posedge word_clk or negedge rstn_adc)   
if(!rstn_adc)   begin    
  acc3_d2 <= 0;    
  diff1_d <= 0;    
  diff2_d <= 0;    
  diff1 <= 0;    
  diff2 <= 0;    
  diff3 <= 0;    
end   
else   begin    
  diff1 <= acc3 - acc3_d2;    
  diff2 <= diff1 - diff1_d;    
  diff3 <= diff2 - diff2_d;    
  acc3_d2 <= acc3;    
  diff1_d <= diff1;    
  diff2_d <= diff2;   
end    
always @ (posedge word_clk or negedge rstn_adc)   
if(!rstn_adc)    
  DATA <= 0;  
else    
  case(mode)    
    2'b00:DATA <= diff3[23:8]-4500; 
    2'b01:DATA <= {8'd0,diff3[23:16]}-4500; 
    2'b10:DATA <= {4'd0,diff3[35:24]}-4500; 
    2'b11:DATA <= diff3[35:20]-4500; 
  endcase    
endmodule
```

## /design/flow/config.mk

```make
export PLATFORM = sky130hd
export DESIGN_NAME = sinc3
export DESIGN_NICKNAME = sinc3
export VERILOG_FILES = /design/flow/design.v
export SDC_FILE = /design/flow/constraint.sdc
export NUM_CORES = 4
export LEC_CHECK = 1
export CORE_UTILIZATION = 40
```

## /design/flow/constraint.sdc

```tcl
current_design sinc3

set clk_period 8.9
set clk_io_pct 0.2

create_clock -name clk0 -period $clk_period [get_ports {clk_adc}]

set non_clock_inputs [all_inputs -no_clocks]
set_input_delay [expr $clk_period * $clk_io_pct] -clock clk0 $non_clock_inputs
set_output_delay [expr $clk_period * $clk_io_pct] -clock clk0 [all_outputs]
```

## /design/flow/run.sh

```bash
#!/bin/bash
# OpenROAD 26Q1-2900-gdf79404cd8, Yosys 0.63+post, stock flow scripts
make -C /OpenROAD-flow-scripts/flow DESIGN_CONFIG=/design/flow/config.mk WORK_HOME=/design/flow/orfs finish
```

==> run summary <==
The run has ended; figures from its reports follow.

Hold repair after CTS inserted 0 buffers. The count of endpoints without a timing constraint came out at 240. The setup total negative slack is 0 ns.

After synthesis, the cell types taking the most area are dfrtp_1, ha_1, xnor2_1. The core region area is 0.04795 mm². The chip width came out at 222.8 µm. Of all cell types, the one taking the most synthesized area is dfrtp_1. The proportion of netlist area held by the largest area contributor came out at 0.4259. TritonCTS built the clock tree. The initial core utilization is 0.4069. The worst slew slack as a fraction of its limit is 0.4916. The worst setup path is of the reg -> out kind. The first-pass GRT wire length came out at 60.82 mm. The total via count in the routed design is ~13000. The post-CTS setup buffer count came out at 0. Counting flops with an async set or reset pin after synthesis yields a share of 1.000. The average via count per standard cell is 5.067.

The arrival time of the worst setup path is just over 6 ns. The count of maximum capacitance violations is 0. The root buffer cell chosen for the clock tree is clkbuf_16. The power density over the cells came out at 135.7 mW/mm². STA classifies the critical path endpoint as a primary output.

The detailed router reported a total wirelength of about 35 mm. The total power consumption of the routed design came out at 2.852 mW. The maximum number of pins on one net before global-route repair came out at 143.

The overall fraction of global-route tracks in use is 0.1520. The total count of max-transition violations in the final report is 0. Compared with the post-synthesis result, the final layout area differs by 7.761%. In this run the cell area of the synthesized design comes to 0.01951 mm².

The post-detailed-route DRC marker count is 0. The count of H-tree levels built during CTS is 4. Setup repair after global routing left no endpoint under its margin. The number of synthesized register bits is about 340. The type recorded for the worst min-delay path is reg -> reg. The worst hold slack is 0.4078 ns. The cell count after synthesis is 1937.

The count of library flops with an enable pin is 0. The number of global-route vias before repair is 12780. The first-iteration detailed-routing DRC count came out at about 560. The clock slew seen by the registers of the worst setup and hold paths is roughly 0.05 ns. The number of OpenROAD warnings came out at 29. The data required time at the worst endpoint came out at 7.12 ns. The deepest clock path buffer count came out at 2.

The floorplan report gives the top-level pin count as 22. The most used flip-flop cell after synthesis is dfrtp_1. The setup slack of the critical path after layout came out at 0.9342 ns. The number of clock buffers added by TritonCTS is 17. For this run the top cell type by instance count after synthesis was dfrtp_1. The number of unique standard cell types used by synthesis is 75. The routed wire length per instance came out at ~13 µm.

The number of antenna violations at the first check in global routing was 0. The per-instance average area after synthesis came out at 10.07 µm². The count of warnings emitted by yosys came out at 1. At the end of the flow the core is filled with cells to 0.4384.

The worst setup path is launched from a register. The timer found 224 register pins that no clock reaches; their paths are not timed. The number of cells reported by Yosys stat comes to 1937. The static leakage is 10.32 nW.

RePlAce ended its routability-driven mode at a weighted congestion of 0.8984. The ratio of cells with drive above 1 in the final layout came out at 0.03939. The sum of overflow across all layers after global routing is 0.

The part of the Yosys area used for sequential elements is 0.4413. The post-cts sizing count is 0. The total count of hold-check failures in the final report is 0. The number of buffers inserted by port buffering is 21. The chip area from the yosys synthesis statistics is 0.01951 mm². The half-perimeter wire length after placement came out at 26.86 mm. The transition time of the tightest slew-check pin came out at 0.7626 ns.

Sorting the synthesized cells by how often they occur yields dfrtp_1, ha_1, a21oi_1, xnor2_1, inv_1. The report lists the number of standard-cell rows as about 80. Per the timing report, the biggest fanout along the worst path comes to 47. In this run the VDD rail shows a maximum IR drop of 135.9 µV.

The worst slack at placement is 1.334 ns. The number of endpoints failing setup at the final stage came out at 0. The first TritonRoute pass finished after 5 iterations. The y dimension of the die is 222.8 µm.

The worst setup skew after layout is 0.01229 ns. The skew report gives the latency at the later pin of the worst-skew pair as between 0.4 and 0.5 ns. Per the detail_route report, inserted antenna diodes total 0. The flow ran to the end, and the final reports show no timing, DRC or antenna violations. The full die area came out at about 0.050 mm². The post-route antenna net violation count is 0.
per-stage QoR:
stage	instance area, µm²	instances
after detailed placement	20410	2538
final	21020	2570
after global placement	20410	2538
after floorplan	19510	1937
after CTS	21020	2570
after global routing	21020	2570
critical path, cell delays in order, from the launching register on:
cell and delay (ns):
dfrtn_1 0.46, mux2_8 0.34, clkdlybuf4s50_1 0.51
placed cells by master, fill, tap and decap left out, types with 7 or more instances in the layout:
cell type	count
and2_1	17
mux2i_1	7
a21oi_1	165
o21bai_1	13
nand3_1	54
clkbuf_16	17
clkdlybuf4s50_1	20
ha_1	180
o21a_1	20
o21ai_0	64
a211oi_1	8
o211ai_1	14
a31oi_1	30
a21o_1	95
nor3_1	18
xnor2_1	153
or3_1	8
buf_4	7
dfrtn_1	12
nand2_1	127
nor2b_1	18
nand4_1	33
o31ai_1	13
xor2_1	81
o21ai_1	29
inv_1	150
a31o_2	8
dfrtp_1	332
nand2b_1	25
and3_1	26
nor2_1	99
layout make-up:
type                            instances  area [µm²]
Clock buffer                           18       429.2
Clock inverter                         14       177.7
Fill cell                            4395       26920
Inverter                              150       563.0
Multi-Input combinational cell       1400       10190
Sequential cell                       344        8608
Tap cell                              615       769.5
Timing Repair Buffer                   29       287.8
registers in the layout, summed over array words and instances (netlist names):
signal / cells
acc1: 36
acc2: 36
acc3: 36
acc3_d2: 36
diff1: 36
diff1_d: 36
diff2: 36
diff2_d: 36
diff3: 28
DATA: 16
word_count: 12
logic make-up after synthesis:
kind of cell,after synthesis,synth area share
compound gates,523,0.1761
fa+ha+maj,184,0.1196
xor+xnor,234,0.1051
flops,344,0.4413
buf+inv,193,0.03733
mux,13,0.009365
simple gates,446,0.1113
worst paths after layout:
| kind | startpoint | endpoint | slack [ns] | cells after the start |
|---|---|---|---|---|
| min in group asynchronous | rstn_adc | acc3[10] | 1.33 | 1 |
| worst min register to register | word_count[0] | word_count[0] | 0.41 | 1 |
| worst max register to register | acc1[1] | acc2[33] | 5.71 | 10 |
| max in group asynchronous | rstn_adc | word_count[4] | 2.86 | 1 |
| worst max-delay path | word_count[7] | word_clk | 0.93 | 2 |
| worst min-delay path | word_count[0] | word_count[0] | 0.41 | 1 |
power by group:
part | switching, mW | internal (mW) | total [mW] | leakage [nW]
sequential | 0.0895 | 0.728 | 0.818 | 4.21
combinational | 0.725 | 0.599 | 1.32 | 5.84
clock | 0.269 | 0.441 | 0.710 | 0.282
layer usage:
layer,share of wire,GRT usage,vias to the layer above
li1,-,-,6856
met1,0.50,0.2345,6021
met2,0.46,0.2474,118
met3,0.018,0.01309,28
met4,0.016,0.01958,0
met5,0,0,-
Power figures rest on the tool's default switching activity, not on a simulated workload.
